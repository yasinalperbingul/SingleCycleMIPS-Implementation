===== ./run.sh =====
#!/bin/bash
# OpenROAD 26Q1-2900-gdf79404cd8, Yosys 0.63+post, stock flow scripts
make -C /OpenROAD-flow-scripts/flow DESIGN_CONFIG=/design/flow/config.mk WORK_HOME=/design/flow/orfs finish

===== ./config.mk =====
export PLATFORM = sky130hd
export DESIGN_NAME = j_br_control
export DESIGN_NICKNAME = j_br_control
export VERILOG_FILES = /design/flow/design.v
export SDC_FILE = /design/flow/constraint.sdc
export NUM_CORES = 4
export LEC_CHECK = 1
export CORE_AREA = 10 10 71 71
export DIE_AREA = 0 0 81 81

===== ./constraint.sdc =====
current_design j_br_control

set clk_period 5.3
set clk_io_pct 0.2

create_clock -name clk0 -period $clk_period

set non_clock_inputs [all_inputs -no_clocks]
set_input_delay [expr $clk_period * $clk_io_pct] -clock clk0 $non_clock_inputs
set_output_delay [expr $clk_period * $clk_io_pct] -clock clk0 [all_outputs]

===== ./design.v =====
module j_br_control(out_pc, enable, pc4, mem_out, reg_s, j_diraddr, status0, status1, status2, n, z, v);
input [31:0] mem_out, pc4, reg_s;
input[25:0] j_diraddr;
input status0, status1, status2, n, z, v;
output [31:0] out_pc;
output enable;
reg [31:0] out_pc;
reg enable;
wire [2:0] status_check;
assign status_check = {status2, status1, status0};
always @ (*)
begin
	case(status_check)
		3'b000:
			begin
			out_pc = pc4;
			end
		3'b001: 			 
			begin
			out_pc = n ? mem_out : pc4;
            enable = 1;
			end
		3'b010: 			 
			begin
			out_pc = z ? reg_s : pc4;
            enable = 1;
			end
		3'b011: 			 
			begin
			out_pc= z ? j_diraddr : pc4;
            enable = 1;
			end
		3'b100: 			 
			begin
			out_pc = mem_out;
            enable = 1;
			end
		3'b101: 			 
			begin
			out_pc = mem_out;
            enable = 1;
			end
        3'b110: 			 
			begin
			out_pc = mem_out;
            enable = 1;
			end
		default: out_pc = pc4;
	endcase
end
endmodule

==> results.toml <==
# flow metrics
[run_status]
status = "did not finish"
last-stage-reached = "3_3_place_gp"
error_message = "[ERROR GPL-0301] Utilization 106.897 % exceeds 100%."

[floorplan]
die_w_um = 81
floorplan.rows = 22
io_pins = 161
fp.dieH_um = 81
fp-utilization = 0.548

[yosys]
ys_seq_share = 0
syn_area_per_cell_sq_um = 7.59
yosys_area_sq_um = 1990
synth_area_sq_um = 1990
yosys_warnings = 1
synth.distinct_cells = 31
yosysCellCount = 262
syn_inst = 262

[placement]
port_buffers = 159
[Yosys cell counts, drive strengths merged (2+ instances only)]
master	n	area (sq um)
nor2	30	130
o221ai	25	219
a2bb2oi	25	219
nand2b	6	37.5
a221o	6	60.1
nand2	8	32.5
mux2i	50	500
a311oi	6	52.6
buf	26	224
mux2	2	30.0
a21oi	33	165
clkbuf	6	22.5
a22oi	26	195
[cell families after synthesis]
logic type | Yosys count | synth area share
AND-OR/OR-AND | 126 | 0.482
buffers and inverters | 33 | 0.126
other | 1 | 0.00188
AND/OR/NAND/NOR | 50 | 0.123
multiplexers | 52 | 0.267
