File: ./run.sh
#!/bin/bash
# OpenROAD 26Q1-2900-gdf79404cd8, Yosys 0.63+post, stock flow scripts
make -C /OpenROAD-flow-scripts/flow DESIGN_CONFIG=/design/flow/config.mk WORK_HOME=/design/flow/orfs finish
File: ./config.mk
export PLATFORM = sky130hd
export DESIGN_NAME = alu32
export DESIGN_NICKNAME = alu32
export VERILOG_FILES = /design/flow/design.v
export SDC_FILE = /design/flow/constraint.sdc
export NUM_CORES = 4
export LEC_CHECK = 1
export CORE_UTILIZATION = 30
File: ./constraint.sdc
current_design alu32

set clk_period 20.4
set clk_io_pct 0.2

create_clock -name clk0 -period $clk_period

set non_clock_inputs [all_inputs -no_clocks]
set_input_delay [expr $clk_period * $clk_io_pct] -clock clk0 $non_clock_inputs
set_output_delay [expr $clk_period * $clk_io_pct] -clock clk0 [all_outputs]
File: ./design.v
module alu32(sum,a,b,zout,gin); 
output [31:0] sum;
input [31:0] a,b; 
input [2:0] gin; 
reg [31:0] sum;
reg [31:0] less;
output zout;
reg zout;
always @(a or b or gin)
begin
	case(gin)
	3'b010: sum=a+b; 		 
	3'b110: sum=a+1+(~b);	 
	3'b111: begin less=a+1+(~b);	 
			if (less[31]) sum=1;	
			else sum=0;
		  end
	3'b000: sum=a & b;	 
	3'b001: sum=a|b;		 
	default: sum=31'bx;	
	endcase
zout=~(|sum);
end
endmodule
==> run summary <==
Implementation summary

The global routing usage on met3 is 0.02444. Dividing the detail-routed wire length by the instance count gives 17.48 um. The final weighted congestion of routability-driven global placement is 0.9709. The startpoint of the most critical hold path is gin[0].

The number of instances in the synthesized netlist is 819. The element type at the critical path end is an output port. There are 0 flip-flops and latches. Per the finish-stage timing summary, setup violations number 0. A synthesized cell averages 6.493 sq um. The worst slew margin relative to its limit is 0.5203.

In this run the standard cell core region covers 17300 sq um. The count of routing violations after the opening detailed-route iteration is 487. The most frequent cell after synthesis is sky130_fd_sc_hd__inv_1.

Leaving out filler cells and counting taps, the final layout contains 1101. The most heavily used metal layer in global routing is met2. The critical path data required time is 16.32 ns. For met2 alone, demand over resource in global routing was 0.3293. In this run, placement finished with an instance count of 1101.

The worst supply voltage drop on vdd is 0.00001354 V. The area figure in the yosys stat output is 5318 sq um. The number of hold buffers added after CTS was 0. Max-cap violations in this run came to 0. For this design, Yosys synthesis ends with a cell count of 819. After layout, the minimum clock period comes to 12.77 ns.

The type of the worst setup path is input port to output port. The count of boundary I/O pins is 100. The final antenna diode tally reported by the flow is 0. Max-slew check failures listed in the final report amount to 0. The number of buffers and inverters on the critical path is 4. In the final layout, flip-flops and latches occupy 0 sq um. The number of endpoints with negative hold slack in the final report is 0.

Hold analysis shows the worst path with a depth of 5. The number of antenna violations at the first check in global routing came to 0. Setup slack closes at 7.629 ns. The total overflow left after global routing is 0. In the global route stage, overall resource usage came out at 0.2085.

Across all layers, the routed design uses 6162 vias. The wire length of the first global-routing pass is 29.97 mm. The static leakage power is 0.002811 uW. The cell type that accounts for the most area after synthesis is sky130_fd_sc_hd__ha_1. The wire length after detailed routing is 19.25 mm. The final worst-path cycle share is 0.6260. Warnings reported by Yosys during synthesis add up to 1. The total power density per cell area is 27.76 nW/um^2.

The mapped netlist covers 5318 sq um. The slew at the pin closest to its max-slew limit is 0.7181 ns. The via count of the first global-routing pass was 5634. Of the post-synthesis cell area, the dominant cell type holds 0.2329. The total number of placement rows is 48. The number of different library cells in the post-synthesis netlist is 78. Entering global routing, the biggest net connects 65 pins. Per STA, the worst path is made up of clkdlybuf4s50_1 -> inv_1 -> ha_1 -> inv_1 -> a2111oi_0 -> o2111a_1 -> a21oi_2 -> o22ai_2 -> o21ai_2 -> mux2i_1 -> or4_4 -> nor4b_2 -> nand4bb_1 -> nor4b_2 -> clkdlybuf4s50_1.

The share of cells above drive strength 1 is 0.03196. For this run, the slowest stage of the critical path takes 0.61 ns. The maximum clock frequency is 78.30 MHz. The critical-path maximum fanout is 11. The total DRC errors in the routed layout is 0. Setup repair after global routing left no endpoint under its margin. Between the synthesized netlist and the finished layout, the area growth was recorded as 21.01%. The flow ran to the end, and the final reports show no timing, DRC or antenna violations.

Clock buffers in the final layout number 0. The number of warning messages in the logs is 99. The arrival time at the worst endpoint is 8.69 ns. The number of port buffers is 100.

The detail route stage leaves a number of antenna-violating nets equal to 0. According to the floorplan report, the total die area is 18260 sq um. Checking hold timing, the worst path is listed with class input port to output port. The layout report lists the multi-input gate area as 4711 sq um. The detailed-router iteration count before antenna repair is 5. In the final timing run, aggregate negative setup slack is 0 ns. Among all stages on the critical path, the largest delay is contributed by sky130_fd_sc_hd__a2111oi_0. Hold analysis lists the worst path endpoint as sum[2]. The number of setup buffers added after CTS is 0. Measured along the y axis, the die boundary spans 135.1 um. The pre-placement core utilization is 0.3074. Fill cells in the final layout number 1903. The main area contributors are sky130_fd_sc_hd__ha_1 (23%), sky130_fd_sc_hd__inv_1 (7.4%), sky130_fd_sc_hd__a21oi_1 (6.7%), sky130_fd_sc_hd__o21ai_0 (4.7%), sky130_fd_sc_hd__nand2_1 (4.7%). According to the dpl log, the detail-placed design has an HPWL of 15.51 mm. The number of resized instances in the post-cts repair step is 0. The script logs the ratio of routed vias to standard cells as 5.597.

The fraction of met1 tracks used by global routing is 0.3016. The family with the most delay on the worst path is AND-OR/OR-AND gates. The setup slack at placement is 7.663 ns. The fraction of the yosys area taken by sequential cells is 0. The x dimension of the die is 135.1 um. Sorting the synthesized cells by how often they occur yields sky130_fd_sc_hd__inv_1 (105), sky130_fd_sc_hd__ha_1 (99), sky130_fd_sc_hd__a21oi_1 (71). The startpoint type of the worst setup path is an input port.
-- layer usage --
| layer | vias to the layer above | wire [um] |
|---|---|---|
| li1 | 3063 | - |
| met1 | 2843 | 9040 |
| met2 | 223 | 8545 |
| met3 | 33 | 1136 |
| met4 | 0 | 522 |
| met5 | - | 0 |
-- worst max-delay path by stage --
| stage | slack [ns] | depth (start not counted) | from | end |
|---|---|---|---|---|
| finish | 7.63 | 15 | a[11] | zout |
| global route | 7.47 | 16 | b[0] | zout |
| CTS | 7.65 | 15 | a[11] | zout |
-- cells by family after synthesis --
| kind of cell | Yosys count | synth area share |
|---|---|---|
| AND-OR/OR-AND | 267 | 0.3344 |
| XOR/XNOR | 20 | 0.03294 |
| adder cells (fa/ha/maj) | 101 | 0.2405 |
| buffers and inverters | 155 | 0.1141 |
| multiplexers | 16 | 0.03059 |
| AND/OR/NAND/NOR | 260 | 0.2475 |
-- stage by stage --
stage	total power, uW	util	cell area (sq um)	hold WS, ns
2_1_floorplan	110.7	-	5318	8.363
3_3_place_gp	176.3	0.3720	6435	9.326
3_5_place_dp	175.7	0.3720	6435	9.303
4_1_cts	176.6	0.3720	6435	9.309
5_1_grt	194.9	0.3720	6435	9.422
6_report	178.6	0.3720	6435	9.303
-- where the power goes --
part | internal [uW] | switching (uW)
Clock | 0 | 0
Combinational | 76.6 | 102
Sequential | 0 | 0
-- cell usage in the layout, fill, tap and decap left out, drive strengths merged, types with 5 or more instances in the layout --
master | Yosys | layout
or3 | 5 | 5
a21oi | 72 | 72
nor2 | 65 | 65
clkdlybuf4s50 | 0 | 99
nor4 | 10 | 10
o22ai | 13 | 13
nand2 | 66 | 66
nand4 | 19 | 19
o31ai | 8 | 8
inv | 105 | 105
a31oi | 11 | 11
nor2b | 14 | 14
a21o | 8 | 8
ha | 99 | 99
nand3 | 16 | 16
o21ai | 51 | 51
o21bai | 7 | 7
xnor2 | 18 | 18
nor3 | 21 | 21
o211ai | 17 | 17
a211oi | 17 | 17
or2 | 5 | 5
o311ai | 9 | 9
buf | 14 | 8
nand3b | 5 | 5
nand2b | 10 | 10
and2 | 6 | 6
mux2i | 14 | 14
-- cell type report --
type,count,area share
inverters,105,0.06125
repair buffers,107,0.1629
multi-input cells,664,0.7321
well taps,225,0.04375
No activity file was given, so power comes from the tool's default toggle rates.
