File: /design/flow/config.mk
export PLATFORM = sky130hd
export DESIGN_NAME = control
export DESIGN_NICKNAME = control
export VERILOG_FILES = /design/flow/design.v
export SDC_FILE = /design/flow/constraint.sdc
export NUM_CORES = 4
export LEC_CHECK = 1
export CORE_AREA = 10 10 70 70
export DIE_AREA = 0 0 80 80
File: /design/flow/constraint.sdc
current_design control

set clk_period 2.7
set clk_io_pct 0.2

create_clock -name clk0 -period $clk_period

set non_clock_inputs [all_inputs -no_clocks]
set_input_delay [expr $clk_period * $clk_io_pct] -clock clk0 $non_clock_inputs
set_output_delay [expr $clk_period * $clk_io_pct] -clock clk0 [all_outputs]
File: /design/flow/design.v
module control(in,funct,regdest,alusrc,memtoreg,regwrite,memread,memwrite,branch,aluop1,aluop2,status0, status1, status2);
input [5:0] in,funct;
output regdest,alusrc,memtoreg,regwrite,memread,memwrite,branch,aluop1,aluop2,status0, status1, status2;
wire rformat,lw,sw,beq;
wire bmn,brz,bz,jmor,jalm,jspal;
assign rformat=~|in;
assign lw=in[5]& (~in[4])&(~in[3])&(~in[2])&in[1]&in[0];
assign sw=in[5]& (~in[4])&in[3]&(~in[2])&in[1]&in[0];
assign beq=~in[5]& (~in[4])&(~in[3])&in[2]&(~in[1])&(~in[0]);
assign bmn=~in[5]& in[4]&(~in[3])&in[2]&(~in[1])&(in[0]);  
assign brz=~in[5]& (~in[4])&(~in[3])&(~in[2])&(~in[1])&(~in[0])&(~funct[5])&(funct[4])&(~funct[3])&(funct[2])&(~funct[1])&(~funct[0]);  
assign bz=~in[5]& in[4]&in[3]&(~in[2])&(~in[1])&(~in[0]);  
assign jmor=~in[5]& (~in[4])&(~in[3])&(~in[2])&(~in[1])&(~in[0])&(funct[5])&(~funct[4])&(~funct[3])&(funct[2])&(~funct[1])&(funct[0]);  
assign jalm=~in[5]& in[4]&(~in[3])&(~in[2])&in[1]&in[0];  
assign jspal=(~in[5])& in[4]&(~in[3])&in[2]&in[1]&(~in[0]);  
assign regdest=rformat;
assign alusrc=lw|sw|bmn|jalm;
assign memtoreg=lw|bmn|jmor|jalm|jspal;
assign regwrite=rformat|lw|jmor|jalm;
assign memread=lw|bmn|jmor|jalm|jspal;
assign memwrite=sw|jspal;
assign aluop1=rformat;
assign aluop2=beq;
assign status0 = beq|bmn|bz|jalm;
assign status1 = beq|brz|bz|jspal;
assign status2 = beq|jmor|jalm|jspal;
endmodule
File: /design/flow/run.sh
#!/bin/bash
# OpenROAD 26Q1-2900-gdf79404cd8, Yosys 0.63+post, stock flow scripts
make -C /OpenROAD-flow-scripts/flow DESIGN_CONFIG=/design/flow/config.mk WORK_HOME=/design/flow/orfs finish
==> notes.md <==
Notes on the flow run.

- The share of the Yosys chip area taken by registers is 0%.
- Across the run, the number of max-cap violations was 0.
- After synthesis, the design contains 50 cells according to Yosys.
- The initial antenna violation count is 0, for reference.
- The via count of the first global-routing pass is 468, for reference.
- The maximum resistive drop on vdd is 0.0000300 V, for reference.
- The highest clock rate is 0.386 GHz, for reference.
- The number of warnings reported in the stage logs is 32.
- The total number of placement rows is 21, for reference.
- The area of the die is 6400 um2, for reference.
- After synthesis, the netlist uses 33 different library cells.
- Setup repair after global routing left no endpoint under its margin.
- Per the layout report, the design carries 0 clock buffers.
- The die is 80 um tall.
- The number of vias per cell is 3.69, for reference.
- The critical path maximum fanout is 4.
- The number of sequential cells in the layout is 0, for reference.
- The largest individual stage delay along the critical path comes from the cell or4b_1.
- The minimum hold slack is 1.80 ns, for reference.
- The detailed-route DRC error count is 0, for reference.
- The average wire per cell in the routed design is 11.0 um, for reference.
- Synthesis produced 50 cells.
- Entering global routing, the biggest net connects 9 pins.
- Detailed-route iteration 0 reported a violation count of 25.
- Summed over all layers, the routed wires come to 1360 um.
- The iteration count recorded for the first detailed-route pass is 3.
- The global-route congestion overflow total is 0, for reference.
- The power density relative to cell area is 104 nW/um2, for reference.
- The class of the most critical hold timing path is input pin to primary output, for reference.
- The script extracted a total leakage power of 0.265 nW.
- According to the floorplan report, the die width is 80 um.
- Among logic cells in the layout, the one with the most instances is clkdlybuf4s50_1.
- The layout-stage area growth over the synthesis result is 96.1%, for reference.
- The first global-routing pass estimated 2120 um of wire.
- Across all setup checks in the final design, the least slack found is 0.108 ns.
- The worst stage delay on the critical path is 0.51 ns, for reference.
- The starting density of the core is 10.4%, for reference.
- The tally of filler cells in the layout is 390, for reference.
- Port buffering added 23 buffers.
- In the global route stage, overall resource usage came out at 3.97%.
- The kind of launch point of the worst setup path is an input pin, for reference.
- The placer's final routability congestion estimate is 0.724, for reference.
- The number of failing setup endpoints in the final timing report is 0, for reference.
- Per STA, the worst path is made up of dlygate4sd2_1 -> or4b_1 -> o21ai_0 -> a31o_1 -> clkdlybuf4s50_1.
- The quantity of hold-fixing buffers added after cts is 0, for reference.
- The post-route cell area is 694 um2, for reference.
- The arrival time at the worst endpoint is 2.05 ns, for reference.
- The area of combinational cells with multiple inputs is 317 um2, for reference.
- The routed design could run at a clock period as short as 2.59 ns.
- Per the final timing report, the hold violations number 0.
- Once detailed placement completed, the half-perimeter wirelength came to 1220 um.
- The count of pins on the block boundary is 24, for reference.
- Per the detail_route report, the via count comes to 457.
- The type of the setup path with the least slack is input pin to primary output, for reference.
- Per the post-run analysis, buffers plus inverters along the critical path come to 2.
- The share of post-route cells with drive strength above 1 is 32.1%, for reference.
- The cell count after placement is 124, for reference.
- Per the post-synthesis stats, the area per cell is 7.08 um2.
- For this run, the script counts the antenna cells in the layout as 0.
- The critical path's top delay family is buffers and inverters, for reference.
- Ranking logic cells in the layout by count gives the top entries clkdlybuf4s50_1 (17), buf_4 (14), clkbuf_2 (4).
- The post-place setup slack is -0.269 ns, for reference.
- Post-synthesis, Yosys gives the total cell area as 354 um2.
- Power comes to 0.0722 mW.
- The post-route antenna net violation count is 0, for reference.
- The number of setup buffers added after CTS is 0.
- The number of warning messages in the yosys log is 1, for reference.
- For reference, the final report shows the max-slew violation count at 0.
- The flow ran to the end, and the final reports show no timing, DRC or antenna violations.
- The footprint of the flip-flops and latches is 0 um2, for reference.
- According to the timing report, the data required time at the worst endpoint equals 2.16 ns.
- Of the available clock period, the critical path in the final layout requires 96.0%.
- The area of the core is 3420 um2, for reference.
- Once layout is complete, the cells apart from fillers number 124.
- The cell area reported after detailed placement is 688 um2, for reference.
- The kind of end point of the critical path is a primary output, for reference.
- The post-synthesis cell area is 354 um2, for reference.
## layout make-up
cell class         count  share of cell area, %
multi-input cells     39                   45.6
repair buffers        37                   45.0
well taps             46                   8.29
inverters              2                   1.08
## synth_stat cells (all sizes together)
| cell | number | area (um2) |
|---|---|---|
| nor3b | 2 | 15.0 |
| nand3 | 1 | 5.00 |
| and3 | 1 | 6.26 |
| o311ai | 1 | 8.76 |
| a21oi | 1 | 5.00 |
| a21boi | 2 | 15.0 |
| nor3 | 4 | 31.3 |
| buf | 8 | 53.8 |
| nand2b | 1 | 6.26 |
| a32oi | 1 | 8.76 |
| xnor2 | 1 | 8.76 |
| conb | 1 | 3.75 |
| nor2 | 2 | 7.51 |
| or4b | 2 | 23.8 |
| o211ai | 1 | 7.51 |
| clkbuf | 1 | 5.00 |
| and3b | 1 | 8.76 |
| a32o | 1 | 10.0 |
| nand4b | 3 | 26.3 |
| xor2 | 2 | 17.5 |
| nand3b | 2 | 15.0 |
| and2 | 1 | 6.26 |
| a31o | 1 | 8.76 |
| nand2 | 1 | 3.75 |
| inv | 2 | 7.51 |
| nor4bb | 1 | 10.0 |
| nand4 | 1 | 6.26 |
| o21ai | 2 | 10.0 |
| nor2b | 2 | 12.5 |
## report_power, final
group	switching [mW]	total (mW)	internal, mW	leakage (nW)
sequential	0	0	0	0
clock	0	0	0	0
combinational	0.0295	0.0722	0.0427	0.265
## final timing paths
check	start	endpoint	slack (ns)	cells after the start
worst max-delay path	in[0]	status0	0.11	5
worst min-delay path	in[4]	status0	1.80	3
## metrics by stage
stage          TNS [ns]  utilization [%]
2_1_floorplan         0                -
3_3_place_gp      -1.87             20.1
3_5_place_dp      -1.99             20.1
4_1_cts               0             20.4
5_1_grt               0             20.3
6_report              0             20.3
## cells by family after synthesis
| kind of cell | share of synthesized area [%] |
|---|---|
| buffers and inverters | 18.7 |
| other | 1.06 |
| AND-OR/OR-AND | 20.8 |
| XOR/XNOR | 7.42 |
| AND/OR/NAND/NOR | 51.9 |
## repair_timing
action,in CTS,in global routing
endpoints found under the setup margin,11,7
gates resized,10,10
pin swaps,1,2
hold endpoints to repair,0,0
## layer usage
metal	routed length [um]	vias up	track usage (%)
li1	-	237	-
met1	592	205	4.88
met2	618	15	6.82
met3	149	0	1.48
met4	0	0	0
met5	0	-	0
Power figures rest on the tool's default switching activity, not on a simulated workload.
